==> design/flow/design.v <==
`timescale 1ns/1ps
module fulladder(Cout,S,A,B,Cin);
	input A;
	input B;
	input Cin;
	output S;
	output Cout;
	wire w1;
	wire w2;
	wire w3;
	xor gate1 (S,A,B,Cin);
	or gate2 (w1,A,B);
	and gate3 (w2,A,B);
	and gate4 (w3,Cin,w1);
	or gate5 (Cout,w2,w3);
endmodule
`timescale 1ns/1ps
module fourbitSubtractor(D,Bout,A,B,Cin);
	input [3:0]A;
	input [3:0]B;
	input Cin;
	output [3:0]D;
	output Bout;
	wire w1;
	wire w2;
	wire w3;
	wire nw0;
	wire nw1;
	wire nw2;
	wire nw3;
	not n1(nw0,B[0]);
	fulladder UNIT1 (w1,D[0],A[0],nw0,Cin);
	not n2(nw1,B[1]);
	fulladder UNIT2 (w2,D[1],A[1],nw1,w1);
	not n3(nw2,B[2]);
	fulladder UNIT3 (w3,D[2],A[2],nw2,w2);
	not n4(nw3,B[3]);
	fulladder UNIT4 (Bout,D[3],A[3],nw3,w3);
endmodule
==> design/flow/run.sh <==
#!/bin/bash
# OpenROAD 26Q1-2900-gdf79404cd8, Yosys 0.63+post, stock flow scripts
make -C /OpenROAD-flow-scripts/flow DESIGN_CONFIG=/design/flow/config.mk WORK_HOME=/design/flow/orfs finish
==> design/flow/config.mk <==
export PLATFORM = sky130hd
export DESIGN_NAME = fourbitSubtractor
export DESIGN_NICKNAME = fourbitSubtractor
export VERILOG_FILES = /design/flow/design.v
export SDC_FILE = /design/flow/constraint.sdc
export NUM_CORES = 4
export LEC_CHECK = 1
export CORE_AREA = 10 10 70 70
export DIE_AREA = 0 0 80 80
==> design/flow/constraint.sdc <==
current_design fourbitSubtractor

set clk_period 2.0
set clk_io_pct 0.2

create_clock -name clk0 -period $clk_period

set non_clock_inputs [all_inputs -no_clocks]
set_input_delay [expr $clk_period * $clk_io_pct] -clock clk0 $non_clock_inputs
set_output_delay [expr $clk_period * $clk_io_pct] -clock clk0 [all_outputs]
==> reports/metrics.csv <==
stage,metric,value,unit
global_routing,antenna_found_initial,0,
synth,largest_area_cell,fa_1,
synth,top_cells_by_area,"fa_1 57%, buf_4 21%, inv_1 21%",
pwr,intPower,0.0364,mW
finish,fin_cells,72,
outcome,violations,negative setup slack,
setup_path,slowest_stage,fa_2,
synth,synth-seq-area-share,0,
die,fp-utilization,0.0410,
setup_path,required,1.60,ns
pwr,power_switching,0.0203,mW
finish,seq_cells,0,
finish,post-route-util,0.0839,
setup_path,endpoint_kind,output pin,
setup_path,crit_chain,"buf_6, inv_2, fa_2, fa_2, inv_2, fa_2, fa_2, buf_2",
setup_path,cp.arrival,2.01,ns
flow_run,max-cap-violations,0,
final_timing,setup_ws,-0.405,ns
clocking,hold_buffers,0,
global_routing,grt_pass1_wl,676,µm
pwr,power_frac_seq,0,
pwr,power_frac_comb,1.000,
route,wl,506,µm
setup_path,cp_top_family,adder cells,
pwr,swShare,0.358,
min_path,hold_class,input pin to output pin,
final_timing,fin_hold_ws,1.36,ns
synth,syn_inst,16,
outcome,outcome,finished with violations,
final_timing,setup-violations-final,3,
synth,syn-cell-area,140,µm²
setup_path,critPathLaunchType,input pin,
pwr,cellLeakagePower,0.124,nW
die,die-area,6400,µm²
pwr,power_frac_clock,0,
finish,area_delta_synth_final,104,%
placed_design,gp_congestion,0.661,
finish,flop_area,0,µm²
finish,comb_area,90.1,µm²
final_timing,period_used_share,1.20,
setup_path,worst-path-max-fanout,1,
flow_run,warnings,35,
placed_design,dp_cells,72,
die,io_pins,14,
final_timing,maxSlewViolCount,0,
route,drt_pass1_iterations,2,
placed_design,port_buffers,14,
final_timing,max_freq,416,MHz
die,die_w,80,µm
pwr,power_density,198,nW/µm²
die,die_h,80,µm
placed_design,dpl_worst_slack,-1.18,ns
global_routing,grt_usage,0.0144,
synth,ys_warn_count,0,
synth,yosys_cells,16,
final_timing,rsz0062_at_grt,yes,
synth,yosysTopAreaCellShare,0.571,
setup_path,cp_common_cell,fa_2,
final_timing,hold_violations,0,
route,wire_per_inst,7.03,µm
setup_path,crit_buf_inv,4,
final_timing,period_needed,2.41,ns
setup_path,max_stage_delay,0.42,ns
synth,yosys_area,140,µm²
pwr,worst_ir_drop_vdd,0.0239,mV
pwr,total_power,0.0568,mW
finish,clock_buffers,0,
finish,drive_gt1_frac,0.577,
route,vias_per_cell,1.57,
route,vias,113,
route,drt_iter0_markers,1,
global_routing,grt_pass1_vias,104,
finish,mostFrequentLayoutCells,"6 x buf_2, 5 x clkdlybuf4s50_1, 4 x inv_2, 4 x inv_1, 4 x fa_2",
final_timing,timing.slew.headroom,0.935,
setup_path,path_class,input pin to output pin,
synth,postSynthAreaPerCell,8.76,µm²
final_timing,worst_pin_slew,0.0968,ns
die,rows,21,
die,coreArea,3420,µm²
route,drc,0,
synth,ys_types,3,
global_routing,grt-ovfl-total,0,
route,n_antenna_cell,0,
finish,lay_top_count,buf_2,
finish,fillers,411,
global_routing,grt_start_max_net_pins,2,
route,ant_nets,0,
-- what timing repair did --
item / 4_1_cts / 5_1_grt
endpoints found under the setup margin: 5 / 3
buffers inserted: 0 / 0
resized: 30 / 0
pin swaps: 4 / 0
-- stage by stage --
stage | setup TNS [ns] | area [µm²]
2_1_floorplan | -0.450 | 148
3_3_place_gp | -4.05 | 315
3_5_place_dp | -4.07 | 315
4_1_cts | -0.811 | 287
5_1_grt | -0.917 | 287
6_report | -0.773 | 287
-- layer usage --
layer | track usage | vias to the layer above | routed length [µm]
met4 | 0 | 0 | 0
li1 | - | 56 | -
met5 | 0 | - | 0
met2 | 0.0209 | 9 | 205
met3 | 0.0102 | 0 | 92
met1 | 0.0180 | 48 | 208
-- cell type report --
class | instances | area share
Tap cell | 46 | 0.201
Multi-Input combinational cell | 4 | 0.314
Inverter | 8 | 0.105
Timing Repair Buffer | 14 | 0.380
-- logic make-up (layout without fill, tap and decap cells) --
| kind of cell | Yosys count | after routing | share of synthesized area |
|---|---|---|---|
| adders and majority gates | 4 | 4 | 0.571 |
| buffers and inverters | 12 | 22 | 0.429 |
-- worst paths after layout --
check	slack (ns)	depth (start not counted)	end	start
worst max-delay path	-0.41	8	D[3]	Cin
worst min-delay path	1.36	4	D[1]	B[1]
-- power by group through the flow --
stage | logic [mW] | clock network [mW] | registers [mW]
6_report | 0.0568 | 0 | 0
5_1_grt | 0.0674 | 0 | 0
4_1_cts | 0.0592 | 0 | 0
-- synthesized netlist by cell type, drive strengths merged --
master,instances
buf,4
fa,4
inv,8
-- tightest hold or removal path, cell delays in order --
cell,delay (ns)
dlygate4sd2_1,0.23
fa_2,0.20
inv_1,0.03
buf_2,0.10
Power figures rest on the tool's default switching activity, not on a simulated workload.
