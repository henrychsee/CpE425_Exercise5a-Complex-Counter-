File: design/flow/run.sh
#!/bin/bash
# OpenROAD 26Q1-2900-gdf79404cd8, Yosys 0.63+post, stock flow scripts
make -C /OpenROAD-flow-scripts/flow DESIGN_CONFIG=/design/flow/config.mk WORK_HOME=/design/flow/orfs finish
File: design/flow/config.mk
export PLATFORM = sky130hd
export DESIGN_NAME = regset
export DESIGN_NICKNAME = regset
export VERILOG_FILES = /design/flow/design.v
export SDC_FILE = /design/flow/constraint.sdc
export NUM_CORES = 4
export LEC_CHECK = 1
export CORE_AREA = 10 10 103 103
export DIE_AREA = 0 0 113 113
File: design/flow/constraint.sdc
current_design regset

set clk_period 1.5
set clk_io_pct 0.2

create_clock -name clk0 -period $clk_period [get_ports {Clk}]

set non_clock_inputs [all_inputs -no_clocks]
set_input_delay [expr $clk_period * $clk_io_pct] -clock clk0 $non_clock_inputs
set_output_delay [expr $clk_period * $clk_io_pct] -clock clk0 [all_outputs]
File: design/flow/design.v
`timescale 1ns/1ps
module regset(Data_out,Clk,Data_in,Address,RW);
	input [3:0]Data_in;
	input [2:0]Address;
	input Clk, RW;
	output reg [3:0]Data_out;	
	reg [3:0]AR;
	reg [3:0]BR;
	reg [3:0]CR;
	reg [3:0]DR;
	reg [3:0]ER;
	reg [3:0]FR;
	reg [3:0]GR;
	reg [3:0]HR;
	always @(negedge Clk)
	begin
		if(RW)
			begin
				case (Address)
					3'b000 : AR <= Data_in;
					3'b001 : BR <= Data_in;
					3'b010 : CR <= Data_in;
					3'b011 : DR <= Data_in;
					3'b100 : ER <= Data_in;
					3'b101 : FR <= Data_in;
					3'b110 : GR <= Data_in;
					3'b111 : HR <= Data_in;
				endcase
				Data_out <= 4'dz;
			end
		else
			begin
				case (Address)
					3'b000 : Data_out <= AR;
					3'b001 : Data_out <= BR;
					3'b010 : Data_out <= CR;
					3'b011 : Data_out <= DR;
					3'b100 : Data_out <= ER;
					3'b101 : Data_out <= FR;
					3'b110 : Data_out <= GR;
					3'b111 : Data_out <= HR;
				endcase
			end
	end
endmodule
==> job_summary.md <==
## Implementation flow summary

| Metric | Value |
|---|---|
| Antenna violations before repair | `0` |
| Core Region | `8300 um2` |
| Top cell excl fill/tap | `inv_1` |
| Sw frac | `27.7%` |
| Synth warn | `2` |
| Min-delay src | `AR[3]$_DFFE_NP_` |
| ANT cells | `0` |
| Pre-antenna DRT Iters | `4` |
| Die width | `113 um` |
| Rel. slew slack | `78.2%` |
| Hold Fails Final Rpt | `0` |
| Final instance area | `2240 um2` |
| Status | `complete, but fails checks` |
| Number of global-route vias before repair | `1092` |
| Final ANT Viol Nets | `0` |
| # DRC | `0` |
| Max-slew violation count | `0` |
| CTS Sinks | `36` |
| H-tree depth | `2` |
| Hold path depth | `1` |
| Worst clock skew | `0.00973 ns` |
| DIE AREA | `12800 um2` |
| Required time worst endpoint | `1.20 ns` |
| Cell area after placement | `1850 um2` |
| DP HPWL | `1.96 mm` |
| Asr flop ratio synth | `0%` |
| Total track usage | `4.96%` |
| Area Growth Syn to Fin | `59.6%` |
| Final GP Congestion | `0.808` |
| Area of the mapped netlist | `1400 um2` |
| Sequential area share after synthesis | `74.2%` |
| Vias per cell | `3.64` |
| RSZ-0062 raised after global routing | `yes` |
| Via count | `961` |
| Clock slew at reported path FFs | `0.03 ns` |
| Reg-to-reg startpoint | `CR[1]$_DFFE_NP_` |
| Clock share of power | `40.8%` |
| CP Launch Type | `flop` |
| Max-cap violation count | `0` |
| Worst Path Arrival | `1.50 ns` |
| Crit-path slowest cell | `dfxtp_2` |
| Type of the most critical hold path | `reg2reg` |
| IO Port Bufs | `12` |
| Max Buffers Root-to-Sink | `2` |
| Sw power | `660 uW` |
| Maximum number of pins on one net before global-route repair | `11` |
| Latency at later pin | `0.34 ns` |
| Slowest stage delay, CP | `0.30 ns` |
| Post-synth regs | `36` |
| Post-Route WL | `2.99 mm` |
| Clk root buf | `clkbuf_8` |
| Ports | `13` |
| Critical path class | `reg2out` |
| Global route total overflow | `0` |
| Leak | `0.922 nW` |
| Mapped Cells | `89` |
| Fp util | `16.9%` |
| Worst Path Buf+Inv | `1` |
| Fraction of final layout cells sized beyond drive strength 1 | `37.7%` |
| Power share of the sequential group | `48.6%` |
| DR iter-0 viols | `25` |
| Levels on crit path | `1` |
| Worst r2r path cells | `3` |
| Post-synth EDFFs | `32` |
| Dominant flop cell | `edfxtp_1` |
| VDD IR max | `0.460 mV` |
| CTS tree | `built` |
| Tool warnings | `64` |
| Row count | `33` |
| Failing checks | `negative setup slack` |
| Final Setup Violations | `40` |
| Critical-path cell list | `buf_2` |
| Inserted Clock Buffers | `5` |
| Final worst slack | `-0.299 ns` |
| Syn_area_per_cell | `15.8 um2` |
| Internal power | `1.72 mW` |
| Worst-path fanout max | `1` |
| Slew @ Worst Pin | `0.326 ns` |
| Most numerous logic cells after layout | `inv_1 (39), edfxtp_1 (32), mux2i_1 (7), nor2_4 (7)` |
| Logic pwr share | `10.6%` |
| Synth cell types | `22` |
| Setup TNS | `-4.69 ns` |
| CP Capture Type | `primary output` |
| Worst R2R Setup Slack | `0.52 ns` |
| Crit path from | `Data_out[1]$_DFF_N_` |
| First-pass GRT wire length | `5.08 mm` |
| Pwr/cell area | `1060 nW/um2` |
| Die H | `113 um` |
| # Cells Yosys | `89` |
| YS chip area | `1400 um2` |
| WL per Instance | `11.3 um` |
| Crit path max-delay family | `flip-flops` |
-- what timing repair did --
action                     4_1_cts  5_1_grt
gates resized                   44       23
hold buffers                     0        0
setup buffers                    8        2
pin swaps                       15       11
setup endpoints to repair       72       40
-- power by group through the flow --
stage     sequential (mW)  clock [mW]  combinational, mW
4_1_cts              1.15        1.00              0.236
5_1_grt              1.16        1.17              0.272
6_report             1.16       0.970              0.253
-- layout make-up --
| class | count | area, um2 |
|---|---|---|
| Timing Repair Buffer | 31 | 353 |
| Sequential cell | 36 | 1040 |
| Inverter | 1 | 3.75 |
| Clock buffer | 5 | 68.8 |
| Fill cell | 803 | 6060 |
| Tap cell | 105 | 131 |
| Multi-Input combinational cell | 47 | 492 |
| Clock inverter | 39 | 148 |
-- flip-flops by register name (all words and copies together) (netlist names) --
signal and count:
AR 4, BR 4, CR 4, DR 4, Data_out 4, ER 4
FR 4, GR 4, HR 4
-- logic make-up after synthesis --
logic type | Yosys count | share of synthesized area (%)
compound gates | 12 | 5.97
buf+inv | 6 | 2.94
flops | 36 | 74.2
mux | 11 | 7.93
simple gates | 24 | 9.00
-- metal layers --
layer	up-vias	GRT usage [%]	wire length [um]
met3	7	2.94	204
met1	444	6.21	1450
met5	-	0	0
li1	478	-	-
met2	32	6.87	1300
met4	0	1.95	30
-- cells in the mapped netlist, types with 2 or more instances --
cell,count,share of area (%)
nor2_1,9,2.4
nand2_1,3,0.80
dfxtp_1,4,5.7
nor3b_1,3,1.6
nor3_1,2,0.71
nand2b_1,3,1.3
inv_1,2,0.53
o22a_1,3,1.9
mux2i_1,10,7.1
o22ai_1,3,1.3
edfxtp_1,32,68
a211oi_1,3,1.6
buf_4,3,1.6
-- through the flow --
stage          util (%)  total power [mW]  setup WS [ns]  cells  hold WS, ns
6_report           27.0              2.38         -0.299    264        0.459
2_1_floorplan         -              1.42         -0.450     89        0.441
4_1_cts            26.2              2.39         -0.316    263        0.457
5_1_grt            27.0              2.59         -0.349    264        0.492
3_5_place_dp       22.3              1.52          -1.00    212        0.452
3_3_place_gp       22.3              1.52         -0.991    212        0.459
-- path summary, 6_finish.rpt --
kind	end
setup reg to reg	Data_out[1]$_DFF_N_
setup / recovery	Data_out[1]
hold reg to reg	Data_out[3]$_DFF_N_
hold / removal	Data_out[3]$_DFF_N_
Power figures rest on the tool's default switching activity, not on a simulated workload.
