==> /design/flow/design.v <==
`timescale 1ns/1ps
module fulladder(Cout,S,A,B,Cin);
	input A;
	input B;
	input Cin;
	output S;
	output Cout;
	wire w1;
	wire w2;
	wire w3;
	xor gate1 (S,A,B,Cin);
	or gate2 (w1,A,B);
	and gate3 (w2,A,B);
	and gate4 (w3,Cin,w1);
	or gate5 (Cout,w2,w3);
endmodule
`timescale 1ns/1ps
module fourbitAdder(S,Cout,A,B,Cin);
	input [3:0]A;
	input [3:0]B;
	input Cin;
	output [3:0]S;
	output Cout;
	wire w1;
	wire w2;
	wire w3;
	fulladder FA1 (w1,S[0],A[0],B[0],Cin);
	fulladder FA2 (w2,S[1],A[1],B[1],w1);
	fulladder FA3 (w3,S[2],A[2],B[2],w2);
	fulladder FA4 (Cout,S[3],A[3],B[3],w3);
endmodule
==> /design/flow/run.sh <==
#!/bin/bash
# OpenROAD 26Q1-2900-gdf79404cd8, Yosys 0.63+post, stock flow scripts
make -C /OpenROAD-flow-scripts/flow DESIGN_CONFIG=/design/flow/config.mk WORK_HOME=/design/flow/orfs finish
==> /design/flow/config.mk <==
export PLATFORM = sky130hd
export DESIGN_NAME = fourbitAdder
export DESIGN_NICKNAME = fourbitAdder
export VERILOG_FILES = /design/flow/design.v
export SDC_FILE = /design/flow/constraint.sdc
export NUM_CORES = 4
export LEC_CHECK = 1
export CORE_AREA = 10 10 70 70
export DIE_AREA = 0 0 80 80
==> /design/flow/constraint.sdc <==
current_design fourbitAdder

set clk_period 2.8
set clk_io_pct 0.2

create_clock -name clk0 -period $clk_period

set non_clock_inputs [all_inputs -no_clocks]
set_input_delay [expr $clk_period * $clk_io_pct] -clock clk0 $non_clock_inputs
set_output_delay [expr $clk_period * $clk_io_pct] -clock clk0 [all_outputs]
==> results_slide.txt <==
Run Summary

Critical path
  • Crit path capture: S[3]
  • Instance count on the critical path: 8
  • CP Class: input port to primary output
  • Worst Setup SP: A[0]
  • Crit path max fanout: 1
  • Most used cell, CP: fa_2
  • Slowest CP cell: fa_2
  • Crit path launch type: input port
  • Worst EP arrival: between 2 and 2.5 ns
  • Crit-path max cell delay: around 0.43 ns
  • Crit. End Element: primary output
  • Buf+Inv Stages, Crit Path: 4
  • Cell chain of the critical path: buf_6 > fa_2 > fa_2 > inv_2 > fa_2 > fa_2 > inv_2 > buf_2
  • Delay-heaviest family, CP: adder cells
  • Crit path required time: 2.24 ns

Final timing
  • Setup WS post-layout: roughly 0.064 ns
  • Achievable clock frequency: approximately 370 MHz
  • Worst-Margin Slew: about 0.09 ns
  • Total negative setup slack: 0 ns
  • Tmin final: about 2.7 ns
  • Tcrit/Tclk final: a little over nine tenths
  • Pins Over Slew Limit: 0
  • RSZ-0062 raised after global routing: no
  • Hold WS: approximately 1.8 ns
  • Hold Violations, Final: 0
  • Worst slew margin: between 90% and 100%
  • Final setup fails: 0

GRT
  • Initial antenna violation count: 0
  • GRT Util Overall: approximately 1.3%
  • First-pass GRT wire length: 683 um
  • Grt ovf: 0
  • Vias in the first global route: roughly 130
  • Largest net degree at the start of global routing: 2

Logic synthesis
  • Sequential-to-total area share from yosys stat: 0%
  • Ys cells: 16
  • Biggest area consumer among synthesized cells: fa_1
  • Top-area cell share: between 50% and 60%
  • Xor/xnor share: 0%
  • Synth Area per Inst: 8.76 sq um
  • Post-synth top cells: 8 x inv_1, 4 x buf_4, 4 x fa_1
  • Aoi share: 0%
  • MUX share of area: 0%
  • Adder-cell area share of the yosys netlist: 57.1%
  • Ys Warns: 0
  • Mapped Area: 140 sq um
  • Mapped Cells: 16
  • Netlist cell types: 3
  • Top cells, area: fa_1 57%, buf_4 21%, inv_1 21%
  • Yosys Chip Area: approximately 140 sq um
  • Main logic family: adder cells
  • Most frequent cell after synthesis: inv_1
  • Area fraction in and, or, nand and nor cells: 0%

Power
  • Maximum vdd drop: between 0.015 and 0.02 mV
  • Lkg Pwr: 0.131 nW
  • Power Density: 150 mW/mm^2

Drt
  • Via count: approximately 120
  • DRC: 0
  • Drt pass-1 iters: 1
  • WL final: roughly 430 um
  • Vias/cell: ~1.6
  • Per-cell routed wire length: 6.00 um
  • Final ANT Viol Nets: 0
  • Ant diodes: 0
  • Starting DRT DRC Count: 0

Die
  • Die ar.: ~0.0064 sq mm
  • Die Span X: ~80 um
  • Area of the core: roughly 0.0034 sq mm
  • Fp util: around 4.1%
  • Cell Rows: 21
  • Chip Height: about 80 um
  • IO Count: 14

Cells and area
  • Non-filler instance count after layout: slightly above 70
  • Area Growth Syn to Fin: 118%
  • Filler cells: slightly above 400
  • Design area: 305 sq um
  • Flip-flops: 0
  • Register area: 0 sq um
  • Fraction of layout cells with a size suffix above 1: between 30% and 40%
  • Number of clock buffers in the layout: 0

Clock network
  • Hold Buf Count CTS: 0
  • Post-CTS Setup Bufs: 0

Run
  • Max-cap viol count: 0
  • Tool warning count: 33

Hold path
  • Worst Hold Class: input port to primary output

Place
  • Placer Congestion: about 0.7
  • Placed Instances: ~72
  • DP Worst Slack: -0.771 ns
  • Detailed placement HPWL: 445 um
  • Placed Area: ~310 sq um
  • Number of port buffers: 14

Run status
  • Status: finished clean
==> power by group <==
group,switching [mW],internal (mW),leakage (nW)
Clock,0,0,0
Combinational,0.0145,0.0313,0.131
Sequential,0,0,0
Total,0.0145,0.0313,0.131
==> metrics by stage <==
stage | total power [mW] | util [%]
6_report | 0.0459 | 8.94
5_1_grt | 0.0519 | 8.94
4_1_cts | 0.0464 | 8.75
3_5_place_dp | 0.0522 | 9.01
3_3_place_gp | 0.0518 | 9.01
2_1_floorplan | 0.0241 | -
==> placed cells by master, fill, tap and decap left out <==
cell type | Yosys | layout
inv_1 | 8 | 6
clkdlybuf4s50_1 | 0 | 6
fa_2 | 0 | 4
dlygate4sd2_1 | 0 | 4
inv_2 | 0 | 2
buf_6 | 0 | 2
buf_2 | 0 | 2
==> logic make-up (layout without fill, tap and decap cells) <==
kind of cell,Yosys count,count (layout)
fa+ha+maj,4,4
buf+inv,12,22
==> routing by layer <==
layer	track usage, %	share of wire [%]	wire length, um
met5	0	0	0
met4	0	0	0
met3	0.795	20	87
met2	2.33	51	220
met1	1.41	29	125
==> area by class of cell <==
class	instances	area, sq um	share of cell area [%]
inverters	8	30.0	9.84
multi-input cells	4	90.1	29.5
well taps	46	57.6	18.9
repair buffers	14	128	41.8
==> repair_timing <==
item | 4_1_cts | 5_1_grt
gates resized | 25 | 2
setup endpoints to repair | 4 | 1
pin swaps | 4 | 4
==> worst min path at each step <==
stage         startpoint    to  slack [ns]  cells past startpoint
finish               Cin  S[0]        1.83                      3
CTS                  Cin  S[0]        1.85                      3
global route         Cin  S[0]        1.85                      3
Power figures rest on the tool's default switching activity, not on a simulated workload.
